[flow/constraint.sdc]
current_design buzzer_pwm

set clk_period 4.2
set clk_io_pct 0.2

create_clock -name clk0 -period $clk_period [get_ports {clk}]

set non_clock_inputs [all_inputs -no_clocks]
set_input_delay [expr $clk_period * $clk_io_pct] -clock clk0 $non_clock_inputs
set_output_delay [expr $clk_period * $clk_io_pct] -clock clk0 [all_outputs]
[flow/run.sh]
#!/bin/bash
# OpenROAD 26Q1-2900-gdf79404cd8, Yosys 0.63+post, stock flow scripts
make -C /OpenROAD-flow-scripts/flow DESIGN_CONFIG=/design/flow/config.mk WORK_HOME=/design/flow/orfs finish
[flow/design.v]
module buzzer_pwm
#(
  parameter N=16 
)
(clk,rst_n,period,duty,pwm_out);
input clk;
input rst_n;
input [N-1:0] period; 
input [N-1:0] duty; 
output pwm_out;
reg[N-1:0] period_r;
reg[N-1:0] duty_r;
reg[N-1:0] period_cnt; 
reg pwm_r;
assign pwm_out=pwm_r;
always@(posedge clk or negedge rst_n)
begin
  if(rst_n==0)
  begin
    period_r<={N{1'b0}};
	 duty_r<={N{1'b0}};
  end
  else
  begin
    period_r<=period; 
	 duty_r<=duty; 
  end
end
always@(posedge clk or negedge rst_n)
begin
  if(rst_n==0)
    period_cnt<={N{1'b0}};
  else
    period_cnt<=period_cnt+period_r; 
end
always@(posedge clk or negedge rst_n)
begin
  if(rst_n==0)
  begin
    pwm_r<=1'b0;
  end
  else
  begin
    if(period_cnt>=duty_r) 
	   pwm_r<=1'b1; 
	 else
	   pwm_r<=1'b0; 
  end
end
endmodule 
[flow/config.mk]
export PLATFORM = sky130hd
export DESIGN_NAME = buzzer_pwm
export DESIGN_NICKNAME = buzzer_pwm
export VERILOG_FILES = /design/flow/design.v
export SDC_FILE = /design/flow/constraint.sdc
export NUM_CORES = 4
export LEC_CHECK = 1
export CORE_UTILIZATION = 40
==> out/metrics.csv <==
stage;metric;value;unit
status;run_status;finished clean;
floorplan;fp.coreArea;5610;sq um
sta;fin_crit_share;49.7;%
pwr;power.share.clock;18.5;%
cells_and_area;final_design_area_no_fill;2920;sq um
floorplan;io_pins;35;
global_routing;via_count_of_the_first_global_routing_pass;1561;
clock_tree;tritoncts_buffers;5;
route;drt_iter0_drc;65;
logic_synthesis;post_synth_instance_area;2380;sq um
pwr;power_leakage;1.37;nW
flow_run;maxCapViolations;0;
logic_synthesis;enable_flop_cells;0;
floorplan;die.size.y;79.2;um
logic_synthesis;synth.largest_area_cell;sky130_fd_sc_hd__dfrtp_1;
sta;setup_repair_after_global_routing_missed_its_margin;false;
route;drt_pre_antenna_iters;4;
clock_tree;cts_hold_buffers_added;0;
setup_path;reg2reg_slack;2.11;ns
placement;place.port_buffers;34;
logic_synthesis;yosys.cell_types.count;37;
route;routed-via-count;1572;
flow_run;log.warning_count;25;
clock_tree;cts_root_buffer;sky130_fd_sc_hd__clkbuf_8;
route;postRouteAntennaNets;0;
global_routing;global_route.usage.total;15.0;%
logic_synthesis;yosys-stat-cells;204;
logic_synthesis;synth-async-reset-ratio;100;%
sta;relSlewSlack;60.0;%
sta;hold_violations;0;
sta;min_period;2.09;ns
route;antenna-diode-count;0;
route;postRouteWirelength;3940;um
setup_path;critPathMaxFanout;3;
logic_synthesis;netlist.top_cell.by_instances;sky130_fd_sc_hd__dfrtp_1;
sta;slew_viol_final;0;
logic_synthesis;synth.avg_cell_area;11.7;sq um
floorplan;floorplan.die.width;79.2;um
logic_synthesis;synth_top_flop_cell;sky130_fd_sc_hd__dfrtp_1;
logic_synthesis;postSynthRegisterBits;49;
global_routing;global_route_wire_length_before_repair;7040;um
setup_path;critical_path_required;4.43;ns
logic_synthesis;syn_inst;204;
cells_and_area;relative_area_change_from_synthesis_to_final_layout;22.4;%
clock_tree;clk_transition_reported_paths;0.08;ns
pwr;netSwitchingFraction;35.6;%
logic_synthesis;yosys-stat-area;2380;sq um
floorplan;core.rowCount;27;
setup_path;cp-end-kind;flip-flop;
logic_synthesis;area_leaders;sky130_fd_sc_hd__dfrtp_1 (51%), sky130_fd_sc_hd__ha_1 (16%), sky130_fd_sc_hd__xnor2_1 (4.0%);
hold_path;worstHoldPathType;flip-flop to flip-flop;
placement;placedInstanceArea;2800;sq um
clock_tree;cts.sinks;49;
clock_tree;cts-root-to-sink-buffers;2;
clock_tree;clock_tree.htree_level_count;2;
pwr;power.switching;660;uW
logic_synthesis;synthDominantCellAreaShare;51.5;%
cells_and_area;post_route_cells_drive_above_1_share;5.71;%
clock_tree;cts.repair.resized;0;
logic_synthesis;netlist_top_cells_count;sky130_fd_sc_hd__dfrtp_1 (49), sky130_fd_sc_hd__ha_1 (31), sky130_fd_sc_hd__inv_1 (20);
global_routing;overflow;0;
pwr;peakVddDrop;324;uV
pwr;internal_power;1.19;mW
logic_synthesis;ys_warn_count;1;
route;drc_errors;0;
floorplan;floorplan.die_area;6260;sq um
clock_tree;cts_post_setup_buffers_inserted;0;
sta;skew;0.00664;ns
clock_tree;clock_tree_from_tritoncts;built;
setup_path;setup.worst_path.class;flip-flop to flip-flop;
setup_path;timing.critical_path.arrival;2.32;ns
sta;timing.hold.ws;0.489;ns
pwr;share_seq_of_total_power;34.9;%
floorplan;fp_util;42.5;%
pwr;power_per_cell_area;635;nW/um^2
placement;post_detailed_placement_half_perimeter_wirelength;2990;um
route;vias_per_cell;4.96;
sta;timing.setup.tns;0;ns
setup_path;crit_path_start_kind;flip-flop;
route;wire_per_inst;12.4;um
pwr;comb_power_share;46.6;%
sta;setup_viol_count_final;0;
global_routing;grt_max_degree;50;
sta;max_slew.worst_pin.slew;0.600;ns
global_routing;number_of_antenna_violations_at_the_first_check_in_global_routing;0;
clock_tree;worst_skew_pair.late_latency;0.30;ns
sta;max_freq;0.479;GHz
logic_synthesis;synth.yosys.seq_area_share;51.5;%
placement;gpl.final_weighted_congestion;0.836;
-- layout make-up --
class	count	area, sq um
multi-input combinational	133	1060
fill	495	2690
clock inverter	1	30.0
inverter	20	75.1
timing repair buffer	35	343
sequential	49	1230
clock buffer	7	86.3
tap	72	90.1
-- worst max-delay path: stages (launching register included) --
cell                      delay (ns)
sky130_fd_sc_hd__dfrtp_1        0.39
sky130_fd_sc_hd__ha_1           0.21
sky130_fd_sc_hd__fa_1           0.41
sky130_fd_sc_hd__a21oi_1        0.27
sky130_fd_sc_hd__nor2_1         0.06
sky130_fd_sc_hd__or3_1          0.34
sky130_fd_sc_hd__a31oi_1        0.21
sky130_fd_sc_hd__xnor2_1        0.13
-- layout by cell type, fill, tap and decap left out, types with 2 or more instances in the layout --
| master | instances |
|---|---|
| sky130_fd_sc_hd__dfrtp_1 | 49 |
| sky130_fd_sc_hd__clkdlybuf4s50_1 | 33 |
| sky130_fd_sc_hd__ha_1 | 31 |
| sky130_fd_sc_hd__inv_1 | 20 |
| sky130_fd_sc_hd__a21oi_1 | 19 |
| sky130_fd_sc_hd__xnor2_1 | 11 |
| sky130_fd_sc_hd__nand2_1 | 9 |
| sky130_fd_sc_hd__a21o_1 | 8 |
| sky130_fd_sc_hd__nand3_1 | 6 |
| sky130_fd_sc_hd__nor2_1 | 6 |
| sky130_fd_sc_hd__clkbuf_8 | 6 |
| sky130_fd_sc_hd__o21ai_0 | 5 |
| sky130_fd_sc_hd__nor3_1 | 3 |
| sky130_fd_sc_hd__and3_1 | 3 |
| sky130_fd_sc_hd__a31oi_1 | 3 |
| sky130_fd_sc_hd__a211oi_2 | 2 |
| sky130_fd_sc_hd__and2_1 | 2 |
| sky130_fd_sc_hd__o31ai_1 | 2 |
| sky130_fd_sc_hd__mux2i_1 | 2 |
| sky130_fd_sc_hd__o22ai_1 | 2 |
| sky130_fd_sc_hd__xor2_1 | 2 |
| sky130_fd_sc_hd__and4_1 | 2 |
-- layer usage --
layer	wire length, um	GRT usage [%]	part of all wire, %	vias up
met4	95	2.73	2.4	0
li1	-	-	-	802
met2	1630	20.8	41	31
met1	2000	25.2	51	730
met5	0	0	0	-
met3	210	2.92	5.3	9
-- power groups by stage --
stage | clock [mW] | sequential, mW | combinational [mW]
CTS | 0.357 | 0.649 | 0.865
global route | 0.382 | 0.661 | 0.995
finish | 0.343 | 0.646 | 0.863
-- state kept, by name, indices dropped and copies added (netlist names) --
| name | count |
|---|---|
| period_cnt | 16 |
| duty_r | 16 |
| pwm_r | 1 |
| period_r | 16 |
-- worst paths after layout --
kind,start,end,cells after the start
worst max-delay path,period_cnt[0]$_DFF_PN0_,period_cnt[12]$_DFF_PN0_,7
worst min-delay path,period_r[0]$_DFF_PN0_,period_cnt[0]$_DFF_PN0_,1
worst max register to register,period_cnt[0]$_DFF_PN0_,period_cnt[12]$_DFF_PN0_,7
worst min register to register,period_r[0]$_DFF_PN0_,period_cnt[0]$_DFF_PN0_,1
max in group asynchronous,rst_n,period_cnt[11]$_DFF_PN0_,2
min in group asynchronous,rst_n,duty_r[4]$_DFF_PN0_,2
-- metrics by stage --
step	setup slack [ns]	utilization [%]	total power, mW	cells
6_report	2.11	52.0	1.85	317
5_1_grt	1.96	52.0	2.04	317
4_1_cts	2.11	52.0	1.87	317
3_5_place_dp	2.13	49.9	1.51	309
3_3_place_gp	2.19	49.9	1.52	309
2_1_floorplan	2.28	-	1.32	204
-- cells by family (layout without fill, tap and decap cells) --
group           count (synthesis)  count (layout)  synth area share [%]
compound gates                 50              50                  14.1
xor+xnor                       13              13                  4.78
fa+ha+maj                      32              32                  17.1
buf+inv                        22              63                  3.78
flops                          49              49                  51.5
mux                             2               2                 0.841
simple gates                   36              36                  7.88
Power is estimated from default activity; no workload was simulated.
