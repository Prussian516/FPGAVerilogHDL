[flow/config.mk]
export PLATFORM = sky130hd
export DESIGN_NAME = Electronic_Clock
export DESIGN_NICKNAME = Electronic_Clock
export VERILOG_FILES = /design/flow/design.v
export SDC_FILE = /design/flow/constraint.sdc
export NUM_CORES = 4
export LEC_CHECK = 1
export CORE_UTILIZATION = 30
[flow/run.sh]
#!/bin/bash
# OpenROAD 26Q1-2900-gdf79404cd8, Yosys 0.63+post, stock flow scripts
make -C /OpenROAD-flow-scripts/flow DESIGN_CONFIG=/design/flow/config.mk WORK_HOME=/design/flow/orfs finish
[flow/constraint.sdc]
current_design Electronic_Clock

set clk_period 2.8
set clk_io_pct 0.2

create_clock -name clk0 -period $clk_period [get_ports {clk}]

set non_clock_inputs [all_inputs -no_clocks]
set_input_delay [expr $clk_period * $clk_io_pct] -clock clk0 $non_clock_inputs
set_output_delay [expr $clk_period * $clk_io_pct] -clock clk0 [all_outputs]
[flow/design.v]
module Electronic_Clock(clk,rst_n,sm_seg,sm_bit);
input clk; 
input rst_n;
output reg[7:0] sm_seg;
output reg[5:0] sm_bit;
wire clk1;
wire [7:0]op0,op1,op2,op3,op4,op5;
parameter IDLE=7'b111111_0,
          SA=7'b111110_1,
			 SB=7'b111101_1,
			 SC=7'b111011_1,
			 SD=7'b110111_1,
			 SE=7'b101111_1,
			 SF=7'b011111_1;
reg[6:0] state;
reg[3:0] Num;
clk_divice M1(
  .clk(clk),
  .rst_n(rst_n),
  .clk_out(clk1)
);
clk_dis1_count M2(
  .clk1(clk1),
  .rst_n(rst_n),
  .op0(op0),
  .op1(op1),
  .op2(op2),
  .op3(op3),
  .op4(op4),
  .op5(op5)
);
always@(posedge clk1 or negedge rst_n)
begin
 if(!rst_n)
   state<=IDLE;
 else
   begin
	case(state) 
	    IDLE:state<=SA;
		 SA:
		   begin
			  sm_bit<=6'b011111;
			  Num<=op0;
			  state<=SB;
			end
		 SB:
		   begin
			  sm_bit<=6'b101111;
			  Num<=op1;
			  state<=SC;
			end
		 SC:
		   begin
			  sm_bit<=6'b110111;
			  Num<=op2;
			  state<=SD;
			end
		 SD:
		   begin
			  sm_bit<=6'b111011;
			  Num<=op3;
			  state<=SE;
			end
		 SE:
		   begin
			  sm_bit<=6'b111101;
			  Num<=op4;
			  state<=SF;
			end
		 SF:
		   begin
			  sm_bit<=6'b111110;
			  Num<=op5;
			  state<=SA;
			end
		default state <= IDLE;
	endcase
  end
end
always@(Num)
 begin
   case(Num) 
	  4'h0:sm_seg=8'hc0; 
	  4'h1:sm_seg=8'hf9; 
	  4'h2:sm_seg=8'ha4; 
	  4'h3:sm_seg=8'hb0; 
	  4'h4:sm_seg=8'h99; 
	  4'h5:sm_seg=8'h92; 
	  4'h6:sm_seg=8'h82; 
	  4'h7:sm_seg=8'hf8; 
	  4'h8:sm_seg=8'h80; 
	  4'h9:sm_seg=8'h90; 
	  4'ha:sm_seg=8'h88; 
	  4'hb:sm_seg=8'h83; 
	  4'hc:sm_seg=8'hc6; 
	  4'hd:sm_seg=8'ha0; 
	  4'he:sm_seg=8'h86; 
	  4'hf:sm_seg=8'h8d; 
	endcase
 end
endmodule
module clk_dis1_count(clk1,rst_n,op0,op1,op2,op3,op4,op5);
input clk1,rst_n;  
output reg[5:0] op0=6'd0;
output reg[5:0] op1=6'd0;
output reg[5:0] op2=6'd0;
output reg[5:0] op3=6'd0;
output reg[5:0] op4=6'd0;
output reg[5:0] op5=6'd0; 
parameter N2=1000; 
  reg clk3=1'b0; 
  reg[9:0] count_clk1=10'd0; 
 always@(posedge clk1 or negedge rst_n)
 begin
   if(!rst_n)
	  begin
	    count_clk1<=10'd0;
		 clk3<=1'b0;
	  end
	else
	  if(count_clk1<N2-1)
	    begin
		   count_clk1<=count_clk1+1'b1;
			if(count_clk1<(N2/2-1))
			  clk3<=1'b0;
			else
			  clk3<=1'b1;
	    end
	  else
	  begin
	    count_clk1<=10'd0;
		 clk3<=1'b0;
	  end
end
always@(posedge clk3 or negedge rst_n)
begin
  if(!rst_n)
    begin
	   op0<='d0;
		op1<='d0;
		op2<='d0;
		op3<='d0;
		op4<='d0;
		op5<='d0;
	 end
  else
  begin
    if(op0<9)
	   op0<=op0+1'b1; 
	 else
	   begin
		  if(op1<5)
		    op1<=op1+1'b1; 
		  else
		    begin
			   if(op2<9)
				  op2<=op2+1'b1; 
				else
				  begin
				    if(op3<5)
					   op3<=op3+1'b1;
					 else
					   begin
						  if(op4<4)
						    op4<=op4+1'b1; 
						  else
						    begin
							   if(op5<2)
								  op5<=op5+1'b1;
								else
								  op5<='d0;
								op4<='d0;
						    end
							 op3<='d0;
						  end
						  op2<='d0;
						end
						op1<='d0;
					end
					op0<='d0;
				end
			end
end
endmodule
module clk_divice(
input clk,
input rst_n,
output clk_out 
);
parameter N2=50000;
reg clk3=1'b0;
reg[16:0] count3=17'd0;
assign clk_out=clk3;
always@(posedge clk or negedge rst_n)
 begin
   if(!rst_n)
	  begin
	    count3<=17'd0;
		 clk3<=1'b0;
	  end
	else
	  if(count3<N2-1)
	    begin
		   count3<=count3+1'b1;
			if(count3<(N2/2-1))
			  clk3<=1'b0;
			else
			  clk3<=1'd1;
		 end
	  else
	  begin
	    count3<=17'd0;
		 clk3<=1'b0;
	  end
 end
endmodule
==> highlights.md <==
* **status** complete, no violations
* **count of mapped cells out of synthesis** 390
* **share of final-layout standard cells stronger than drive strength 1** 4.02%
* **Clk Tree Root Cell** sky130_fd_sc_hd__clkbuf_16
* **latest clock arrival within the worst-skew pair** 240 ps
* **clock tree from TritonCTS** done
* **htree depth** 1
* **min Tclk post-route** 1810 ps
* **remaining max-slew budget at the tightest pin** 41.7%
* **Worst Path Arrival** 1900 ps
* **Reg clk slew, reported paths** 50 ps
* **dominant logic cell types in the final layout** 71 x sky130_fd_sc_hd__dfrtp_1, 33 x sky130_fd_sc_hd__nor2_1, 27 x sky130_fd_sc_hd__nand2_1, 22 x sky130_fd_sc_hd__nor3_1, 21 x sky130_fd_sc_hd__o21ai_0
* **area used by multi-input combinational logic** 1800 um2
* **count of endpoints without a timing constraint** 91
* **Worst Reg2Reg Path Length in Cells** 5
* **final antenna-violating net count** 0
* **Die Ht** 120 um
* **iteration tally of the first detailed-router pass** 5
* **clock buffers created by TritonCTS** 3
* **worst setup path start** M1.count3[2]
* **setup repair after global routing missed its margin** false
* **number of hold-repair buffers added at the cts stage** 0
* **# resized after CTS** 0
* **cell area after synthesis** 4170 um2
* **Yosys warning count** 9
* **Setup violations, final** 0
* **register pins left without a clock** 71
* **worst-path fanout max** 17
* **critical path data required time** 2890 ps
* **Setup TNS** 0 ps
* **Final Max-Slew Violation Tally** 0
* **Final Hold Fails** 0
* **Post-CTS Setup Repair Bufs** 0
* **violation tally from detailed-route iteration zero** 220
* **ANT cells** 0
* **Commonest Layout Cell** sky130_fd_sc_hd__dfrtp_1
* **category of the most critical setup path** reg2reg
* **detail-routed via count per cell** 4.91
* **actual transition at the worst max-transition pin** 874 ps
* **critical path startpoint category** flip-flop
* **Synth Flop Type** sky130_fd_sc_hd__dfrtp_1
* **Synth async-reset ratio** 80.9%
* **DRT Wirelength** 7.06 mm
* **type of the worst min-delay path** in2async
* **final design utilization** 33.9%
* **number of enable-type register cells in the synthesized netlist** 10
* **average cell area after synthesis** 10.7 um2
* **end point of the critical path** M1.count3[15]
* **Core Box Area** 13400 um2
* **worst supply voltage drop on vdd** 0.250 mV
* **distinct cell type count of the synthesized netlist** 59
* **number of DRC violations after detailed routing** 0
* **Floorplan Utilization** 31.1%
* **Area Overhead vs Synth** 9.06%
* **Placement Cell Area** 4470 um2
* **HPWL after detailed placement** 5.17 mm
* **max-capacitance violation count** 0
* **overall track demand over capacity in global routing** 10.8%
* **antenna violations before repair** 0
* **number of cells in the yosys synthesis report** 390
* **leakage dissipation** 1.93 nW
* **routed wirelength normalized by instance count** 12.3 um
* **worst setup skew after layout** 2.73 ps
* **global-route wire length before repair** 12.7 mm
* **routability cong.** 0.807
* **tally of filler cells in the layout** 1302
* **register area** 2240 um2
* **maximum clock frequency** 553 MHz
* **largest net degree at the start of global routing** 43
* **kind of capture point of the worst setup path** flip-flop
* **I/O pin total** 16
* **total via count after detailed routing** 2818
* **Reg2Reg Setup Slack** 990 ps
* **PD cells** 135 nW/um2
* **worst flop-to-flop path endpoint** M1.count3[15]
* **count of buffers from port buffering** 14
* **Std-Cell Rows** 42
* **sequential area share after synthesis** 53.8%
* **worst-case clock buffer depth** 2
* **total overflow reported by the global router** 0
* **Crit Reg-Reg Startpoint** M1.count3[2]
* **chip area** 14400 um2
* **number of warnings in the stage logs** 34
* **total of flip-flops plus latches after synthesis** 89
* **period utilization** 64.5%
* **final std cell area, no fill** 4550 um2
* **width of the die** 120 um
* **number of global-route vias before repair** 2678
* **area of the synthesized netlist per yosys stat** 4170 um2
[cell families after synthesis]
logic type	after synthesis	share of synthesized area, %
simple gates	155	19.2
xor+xnor	21	4.41
other cells	2	0.180
mux	9	2.22
buf+inv	29	3.39
fa+ha+maj	18	5.40
compound gates	67	11.4
flops	89	53.8
[synthesized netlist by cell type, drive strengths merged (2+ instances only)]
| master | instances | area, um2 |
|---|---|---|
| mux2i | 7 | 70.1 |
| nor2b | 7 | 43.8 |
| a222oi | 4 | 40.0 |
| or3 | 2 | 17.5 |
| o2111ai | 3 | 26.3 |
| mux2 | 2 | 22.5 |
| o31ai | 4 | 30.0 |
| nand3 | 19 | 95.1 |
| dfxtp | 7 | 140 |
| edfxtp | 10 | 300 |
| nand2b | 4 | 25.0 |
| a41oi | 2 | 17.5 |
| nand3b | 4 | 30.0 |
| and2 | 11 | 68.8 |
| clkbuf | 6 | 23.8 |
| o22ai | 2 | 12.5 |
| nor3 | 23 | 120 |
| xor2 | 12 | 105 |
| nand2 | 28 | 108 |
| a211o | 3 | 26.3 |
| o211ai | 6 | 55.1 |
| conb | 2 | 7.51 |
| a22oi | 4 | 30.0 |
| a211oi | 2 | 20.0 |
| or4 | 3 | 22.5 |
| buf | 9 | 65.1 |
| and3b | 3 | 26.3 |
| a31oi | 6 | 37.5 |
| xnor2 | 9 | 78.8 |
| and4 | 2 | 17.5 |
| nor4 | 5 | 31.3 |
| nor2 | 33 | 124 |
| nand4 | 6 | 37.5 |
| inv | 14 | 52.6 |
| a21oi | 4 | 23.8 |
| or2 | 2 | 12.5 |
| and3 | 2 | 12.5 |
| ha | 18 | 225 |
| o21ai | 22 | 110 |
| dfrtp | 71 | 1780 |
[worst max-delay path: stages (launching register included)]
cell and delay [ps]:
sky130_fd_sc_hd__dfrtp_1 410, sky130_fd_sc_hd__and4_1 260, sky130_fd_sc_hd__o31a_1 130, sky130_fd_sc_hd__o211ai_1 100
sky130_fd_sc_hd__a21oi_2 630, sky130_fd_sc_hd__nor3_1 120
[sequential cells by signal, summed over array words and instances (netlist names)]
signal         cells
M1.count3         17
M2.count_clk1     10
M2.op1             6
Num                4
sm_seg             7
M2.clk3            1
state              7
sm_bit             6
M2.op4             6
M2.op0             6
M2.op5             6
M2.op3             6
M1.clk3            1
M2.op2             6
[metrics by stage]
step | total power [mW] | instances | hold slack, ps | worst slack [ps]
after floorplan | 0.316 | 393 | 264 | 1250
after global placement | 0.343 | 571 | 498 | 1060
after detailed placement | 0.345 | 571 | 520 | 1020
after CTS | 0.622 | 574 | 321 | 980
after global routing | 0.642 | 574 | 355 | 816
final | 0.612 | 574 | 311 | 993
[worst min-delay path by stage]
stage     startpoint            end  slack [ps]  cells after the start
6_report       rst_n   M1.count3[8]         310                      1
4_1_cts        rst_n  M1.count3[16]         320                      1
5_1_grt        rst_n   M1.count3[8]         350                      1
[layout make-up]
cell class | count | share of cell area, %
well taps | 176 | 4.84
multi-input cells | 275 | 39.5
clock buffers | 3 | 1.65
repair buffers | 17 | 3.52
flip-flops and latches | 89 | 49.3
inverters | 14 | 1.16
[power by group]
part | switching, mW | internal (mW) | total, mW
clock network | 0.0860 | 0.187 | 0.273
logic | 0.0446 | 0.0194 | 0.0640
registers | 0.00790 | 0.267 | 0.275
[routing by layer]
layer / share of wire (%) / track usage (%) / up-vias
li1: - / - / 1416
met4: 0.64 / 1.02 / 0
met2: 45 / 16.5 / 41
met1: 52 / 17.6 / 1357
met3: 2.4 / 0.971 / 4
met5: 0 / 0 / -
Power figures rest on the tool's default switching activity, not on a simulated workload.
