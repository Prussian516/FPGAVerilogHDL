--- run.sh ---
#!/bin/bash
# OpenROAD 26Q1-2900-gdf79404cd8, Yosys 0.63+post, stock flow scripts
make -C /OpenROAD-flow-scripts/flow DESIGN_CONFIG=/design/flow/config.mk WORK_HOME=/design/flow/orfs finish
--- design.v ---
module Key_Debounced(clk,rst_n,key,key_flag,key_value);
input clk; 
input rst_n; 
input[2:0]key; 
output reg key_flag; 
output reg[2:0] key_value;
reg[19:0] delay_cnt; 
reg[2:0] key_reg; 
always@(posedge clk or negedge rst_n)
begin
  if(!rst_n)
  begin
    key_reg<=3'b111; 
	 delay_cnt<=19'd0; 
  end
  else
  begin
    key_reg<=key; 
	 if(key_reg!=key) 
	   delay_cnt<=19'd1_000_000; 
		else if(key_reg==key)
		begin 
		  if(delay_cnt>19'd0)
		    delay_cnt<=delay_cnt-1'b1;
		  else
		    delay_cnt<=delay_cnt;
		end
	end
end
always@(posedge clk or negedge rst_n)
  begin
    if(!rst_n)
	 begin
	   key_flag<=1'b0;
		key_value<=3'b111;
	 end
	 else
	 begin
	   if(delay_cnt==19'd1) 
	     begin
		    key_flag<=1'b1; 
			 key_value<=key; 
		  end
		  else
		  begin
		    key_flag<=1'b0; 
			 key_value<=key_value;
		  end
	end
end
endmodule
--- config.mk ---
export PLATFORM = sky130hd
export DESIGN_NAME = Key_Debounced
export DESIGN_NICKNAME = Key_Debounced
export VERILOG_FILES = /design/flow/design.v
export SDC_FILE = /design/flow/constraint.sdc
export NUM_CORES = 4
export LEC_CHECK = 1
export CORE_AREA = 10 10 93 93
export DIE_AREA = 0 0 103 103
--- constraint.sdc ---
current_design Key_Debounced

set clk_period 3.9
set clk_io_pct 0.2

create_clock -name clk0 -period $clk_period [get_ports {clk}]

set non_clock_inputs [all_inputs -no_clocks]
set_input_delay [expr $clk_period * $clk_io_pct] -clock clk0 $non_clock_inputs
set_output_delay [expr $clk_period * $clk_io_pct] -clock clk0 [all_outputs]
==> reports/metrics.csv <==
stage,metric,value,unit
outcome,status,completed,
cts,ctsHoldBuffers,0,
global_route,grt_pass1_wl,4970,um
yosys,top_area_cell,dfrtp_1,
routing,viasPerCell,4.97,
die,num_rows,30,
pwr,p_leak,0.602,nW
flow_run,max_cap_violations,0,
pwr,p_per_area,312,mW/mm2
routing,first_pass_iters,4,
global_route,grt_start_max_net_pins,28,
critical_path,crit_type,input pin to flop,
routing,dr_total_vias,1159,
final_timing,hold-worst-slack,0.579,ns
final_timing,rsz0062_at_grt,no,
final_timing,final.setup.tns,0,ns
yosys,top_logic_kind,simple AND/OR/NAND/NOR gates,
routing,wire_per_inst,12.4,um
yosys,synth.mux.area_fraction,6.31,%
yosys,top_cell_area_share,35.3,%
cts,cts_buffer_depth,2,
final_timing,finalHoldViolCount,0,
final_timing,fin_ws,1.63,ns
pwr,ir_worst_vdd,0.189,mV
layout,area_growth_syn_to_layout,15.3,%
routing,drt-initial-drc-count,86,
cts,clock-sinks,27,
cts,cts_tree,yes,
critical_path,crit_path_top_delay_cell,or3_1,
final_timing,finalSetupViolCount,0,
yosys,simple_gate_area_share,26.7,%
critical_path,cpLargestDelayFamily,simple AND/OR/NAND/NOR gates,
layout,layout_top_cells,"dfrtp_1, nand2_1, clkdlybuf4s50_1, nor3_1, a21oi_1",
layout,drive_above_1_share,16.3,%
yosys,ys_types,44,
yosys,synth-main-ff-cell,dfrtp_1,
critical_path,cp_data_arrival_time,2.46,ns
routing,routed_wl,2890,um
yosys,synthAdderAreaFrac,2.52,%
global_route,grt_pass1_vias,1054,
die,io_pins,9,
yosys,synthCells,143,
die,initCoreUtil,22.0,%
yosys,ys.flops,27,
place,dpl_cell_area,0.00167,mm2
flow_run,tool_warnings,27,
layout,fillers,722,
final_timing,post-route-period-util,58.2,%
final_timing,max-slew-margin-rel,58.2,%
global_route,overflow,0,
critical_path,worstReg2RegStart,delay_cnt[0]$_DFFE_PN0P_,
cts,cts-root-buf,clkbuf_8,
yosys,netlist_area,0.00149,mm2
cts,cts_resized,0,
cts,postCtsSetupBuffers,0,
yosys,synth-edff-count,0,
min_path,worstHoldStart,delay_cnt[16]$_DFFE_PN0P_,
final_timing,final_max_slew_viol_count,0,
yosys,yosys_cells,143,
yosys,ys_area,0.00149,mm2
final_timing,fmax,440,MHz
yosys,xor_share,1.77,%
yosys,postSynthSeqShare,45.9,%
cts,insertion_delay,0.27,ns
die,die-area,0.0106,mm2
place,port_buffers,8,
yosys,yosys_warnings,2,
global_route,grt_antenna_before_repair,0,
die,fp.coreArea,0.00676,mm2
min_path,hold_class,flop to flop,
critical_path,crit_buf_inv,1,
routing,drc_errors,0,
critical_path,crit_path_max_fanout,9,
yosys,synthArstFlopShare,100,%
cts,cts_inserted_buffers,3,
yosys,yosys.area_share.aoi,14.7,%
place,place_congestion,0.853,
routing,ant_nets,0,
critical_path,cp-startpoint,key[1],
final_timing,worstMarginPinSlew,0.618,ns
critical_path,required,4.09,ns
critical_path,cp-end-kind,flop,
routing,antenna_cells_inserted,0,
global_route,grt_use_total,5.66,%
final_timing,min_period,2.27,ns
yosys,yosys-top-cells-area,"dfrtp_1, dfstp_2, mux2i_1",
die,die_h,103,um
layout,fin_area,0.00172,mm2
critical_path,critical_path.max_stage_delay,0.54,ns
yosys,syn_avg_cell_area,10.4,um2
critical_path,startpoint_type,input pin,
layout,largest_reg_flops,20,
pwr,p_total,0.535,mW
place,pre_cts_slack,1.36,ns
cts,clk_pin_slew,0.09,ns
critical_path,crit_chain,clkdlybuf4s50_1 > xor2_1 > or3_1 > a2111o_1 > o21ai_0,
layout,layout_top_cell,dfrtp_1,
final_timing,fin_skew,0.00395,ns
cts,htreeDepth,1,
place,hpwlAfterDp,2110,um
die,die_w,103,um
==> through the flow <==
step	utilization (%)	std cells
after floorplan	-	143
after detailed placement	24.7	229
after global routing	25.4	233
after CTS	25.4	233
after global placement	24.7	229
final	25.4	233
==> where the power goes <==
| group | total (mW) | switching (mW) | internal, mW |
|---|---|---|---|
| Combinational | 0.0781 | 0.0454 | 0.0328 |
| Clock | 0.157 | 0.0859 | 0.0715 |
| Sequential | 0.300 | 0.0103 | 0.289 |
==> synthesized netlist by cell type (2+ instances only) <==
| master | count |
|---|---|
| mux2_2 | 3 |
| nand2_1 | 11 |
| o31ai_1 | 5 |
| mux2i_1 | 6 |
| nor4_1 | 4 |
| dfrtp_1 | 21 |
| inv_1 | 3 |
| buf_2 | 2 |
| xor2_1 | 3 |
| nand2b_1 | 5 |
| nand3_1 | 4 |
| a2111oi_1 | 2 |
| ha_1 | 3 |
| a211o_1 | 2 |
| or3_1 | 5 |
| a21oi_1 | 7 |
| or2_2 | 2 |
| o21ai_0 | 5 |
| o21a_1 | 2 |
| dfstp_2 | 6 |
| or4_1 | 4 |
| nand4b_1 | 2 |
| nor2_2 | 2 |
| nor3_1 | 8 |
| a211oi_1 | 3 |
| nand4_1 | 3 |
| nor2_1 | 3 |
==> worst register-to-register path: stages, from the launching register on <==
cell,delay [ns]
dfrtp_1,0.44
inv_1,0.12
ha_1,0.17
or4b_1,0.54
nor2_2,0.37
a2111oi_1,0.17
mux2i_1,0.15
==> worst paths after layout <==
path | endpoint | slack [ns] | cells past startpoint
worst max-delay path | delay_cnt[4]$_DFFE_PN0P_ | 1.63 | 5
worst min-delay path | delay_cnt[16]$_DFFE_PN0P_ | 0.58 | 2
worst max register to register | delay_cnt[8]$_DFFE_PN0P_ | 1.81 | 6
worst min register to register | delay_cnt[16]$_DFFE_PN0P_ | 0.58 | 2
max in group asynchronous | key_value[0]$_DFFE_PN1P_ | 2.71 | 2
min in group asynchronous | delay_cnt[7]$_DFFE_PN0P_ | 0.89 | 2
==> routing by layer <==
| metal | wire length (um) | GRT usage, % |
|---|---|---|
| met2 | 1260 | 8.34 |
| met4 | 0 | 0.535 |
| met5 | 0 | 0 |
| met1 | 1470 | 8.46 |
| met3 | 164 | 1.49 |
==> cell type report <==
type / count / area (um2) / area share, %
inverters: 3 / 11.3 / 0.656
well taps: 80 / 100 / 5.84
clock buffers: 3 / 41.3 / 2.41
clock inverters: 1 / 5.00 / 0.292
multi-input cells: 109 / 779 / 45.4
repair buffers: 10 / 95.1 / 5.54
flip-flops and latches: 27 / 683 / 39.8
==> kinds of logic after synthesis <==
| kind of cell | count (synthesis) |
|---|---|
| buffers and inverters | 7 |
| AND-OR/OR-AND | 31 |
| flip-flops | 27 |
| AND/OR/NAND/NOR | 63 |
| XOR/XNOR | 3 |
| adder cells (fa/ha/maj) | 3 |
| multiplexers | 9 |
Power is estimated from default activity; no workload was simulated.
